<file path="flow/design.v">
module VGAController (PixelClock,
							 inRed,
							 inGreen,
							 inBlue,
							 outRed,
							 outGreen,
							 outBlue,
							 VertSynchOut,
							 HorSynchOut,
							 XPosition,
							 YPosition);
parameter XLimit = 1688;
parameter XVisible = 1280;
parameter XSynchPulse = 112;
parameter XBackPorch = 248;
parameter YLimit = 1066;
parameter YVisible = 1024;
parameter YSynchPulse = 3;
parameter YBackPorch = 38;
input PixelClock;
input [7:0] inRed;
input [7:0] inGreen;
input [7:0] inBlue;
output [7:0] outRed;
output [7:0] outGreen;
output [7:0] outBlue;
output VertSynchOut;
output HorSynchOut;
output [10:0] XPosition;
output [10:0] YPosition;
reg [10:0] XTiming;
reg [10:0] YTiming;
reg HorSynch;
reg VertSynch;
assign XPosition = XTiming - (XSynchPulse + XBackPorch);
assign YPosition = YTiming - (YSynchPulse + YBackPorch);
always@(posedge PixelClock) 
begin
	if (XTiming >= XLimit)
		XTiming <= 11'd0;
	else
		XTiming <= XTiming + 1;
end
always@(posedge PixelClock) 
begin
	if (YTiming >= YLimit && XTiming >= XLimit)
		YTiming <= 11'd0;
	else if (XTiming >= XLimit && YTiming < YLimit)
		YTiming <= YTiming + 1;
	else
		YTiming <= YTiming;
end
always@(posedge PixelClock) 
begin
	if (YTiming >= 0 && YTiming < YSynchPulse)
		VertSynch <= 1'b0;
	else
		VertSynch <= 1'b1;
end
always@(posedge PixelClock) 
begin
	if (XTiming >= 0 && XTiming < XSynchPulse)
		HorSynch <= 1'b0;
	else
		HorSynch <= 1'b1;
end
assign outRed = (XTiming >= (XSynchPulse + XBackPorch) && XTiming <= (XSynchPulse + XBackPorch + XVisible)) ? inRed : 8'b0;
assign outGreen = (XTiming >= (XSynchPulse + XBackPorch) && XTiming <= (XSynchPulse + XBackPorch + XVisible)) ? inGreen : 8'b0;
assign outBlue = (XTiming >= (XSynchPulse + XBackPorch) && XTiming <= (XSynchPulse + XBackPorch + XVisible)) ? inBlue : 8'b0;
assign VertSynchOut = VertSynch;
assign HorSynchOut = HorSynch;
initial
begin
	XTiming = 11'b0;
	YTiming = 11'b0;
	HorSynch = 1'b1;
	VertSynch = 1'b1;
end
endmodule 
</file>
<file path="flow/run.sh">
#!/bin/bash
# OpenROAD 26Q1-2900-gdf79404cd8, Yosys 0.63+post, stock flow scripts
make -C /OpenROAD-flow-scripts/flow DESIGN_CONFIG=/design/flow/config.mk WORK_HOME=/design/flow/orfs finish
</file>
<file path="flow/config.mk">
export PLATFORM = sky130hd
export DESIGN_NAME = VGAController
export DESIGN_NICKNAME = VGAController
export VERILOG_FILES = /design/flow/design.v
export SDC_FILE = /design/flow/constraint.sdc
export NUM_CORES = 4
export LEC_CHECK = 1
export CORE_AREA = 10 10 98 98
export DIE_AREA = 0 0 108 108
</file>
<file path="flow/constraint.sdc">
current_design VGAController

set clk_period 4.0
set clk_io_pct 0.2

create_clock -name clk0 -period $clk_period [get_ports {PixelClock}]

set non_clock_inputs [all_inputs -no_clocks]
set_input_delay [expr $clk_period * $clk_io_pct] -clock clk0 $non_clock_inputs
set_output_delay [expr $clk_period * $clk_io_pct] -clock clk0 [all_outputs]
</file>
==> results_dict.tcl <==
# place-and-route summary
set metrics [dict create \
    outcome "finished clean" \
    fin_max_slew_vios 0 \
    cts_setup_buffers 0 \
    total_number_of_yosys_warnings 1 \
    wl_per_cell_um 12.8 \
    critical_path_cell_by_cell "inv_1 > ha_1 > inv_1 > o311ai_1 > a2bb2oi_2 > and2_1 > clkdlybuf4s50_1" \
    final_wirelength_um 4970 \
    dpl-instance-area_sq_mm 0.00259 \
    synthesis.area_sq_mm 0.00184 \
    row_count 32 \
    globalRouteMet1Util 0.117 \
    worst_hold_path_type "reg -> reg" \
    internal_power_w 0.000347 \
    drt_first_iter_violations 119 \
    cts.path.max_buffers 2 \
    fp.dieArea_sq_mm 0.0117 \
    total_switching_power_w 0.0000834 \
    floorplan.core_util 0.241 \
    fmax_mhz 295 \
    swShare 0.194 \
    antenna_violating_nets_post_route 0 \
    cp-start-kind "flip-flop" \
    postSynthAreaPerCell_sq_um 8.10 \
    htreeDepth 1 \
    placeable_core_region_sq_mm 0.00765 \
    antenna_found_initial 0 \
    max-vdd-ir-drop_v 0.000139 \
    detail_route.drc_violations 0 \
    synth-edff-count 0 \
    setup_slack_ns 0.610 \
    worst_setup_path_type "reg -> out" \
    die_w_um 108 \
    worst_path_largest_cell_delay_ns 0.56 \
    timing.critical_path.required_ns 3.20 \
    avgViaCountPerCell 4.52 \
    die_y_um 108 \
    synth_cell_types 53 \
    p_per_area_mw_per_mm2 162 \
    setup-tns-final_ns 0 \
    synth-cells-yosys 227 \
    r2r_setup_slack_ns 2.06 \
    global_route.peak_usage_layer "met1" \
    crit_path_top_delay_cell "sky130_fd_sc_hd__a2bb2oi_2" \
    comb_power_share 0.052 \
    dp_hpwl_um 3980 \
    clock-skew-final_ns 0.00429 \
    cts_made_buffers 3 \
    use_met3 0.0181 \
    layout.cells.most_common_list "sky130_fd_sc_hd__clkdlybuf4s50_1, sky130_fd_sc_hd__and2_1, sky130_fd_sc_hd__dfxtp_1" \
    ys_dominant_reg_cell "sky130_fd_sc_hd__dfxtp_1" \
    end_kind "output pin" \
    grt_start_max_net_pins 25 \
    vias 1754 \
    finalSetupViolCount 0 \
    sequential_cell_area_sq_um 480 \
    clock_tree_from_tritoncts "built" \
    asyncSetResetFlopFracSynth 0 \
    ioPinCount 73 \
    maxCapViolCount 0 \
    shortest_clock_period_the_worst_path_allows_after_layout_ns 3.39 \
    synth_cells 227 \
    path_clk_slew_ns 0.09 \
    globalRoute.totalOverflow 0 \
    clock.latency.late_pin_ns 0.27 \
    synth_sequential_area_ratio 0.261 \
    final_design_area_no_fill_sq_mm 0.00265 \
    maxSlewHeadroom 0.563 \
    gr-usage-met2 0.117 \
    grt_pass1_wl_um 7790 \
    numPlacedInstances 384 \
    numPortBuffers 72 \
    crit_arrival_ns 2.59 \
    timing.critical_path.mode_cell "sky130_fd_sc_hd__inv_1" \
    tightestPinTransition_ns 0.656 \
    period_used_share 0.848 \
    synthToLayoutAreaGrowth_pct 44.1 \
    total_leakage_power_nw 0.961 \
    grt_setup_unrepaired "false" \
    detailed_routing_iteration_count_for_the_pre_antenna_repair_pass 4 \
    clock-sinks 24 \
    critical_path.top_delay_family "buffers and inverters" \
    postCtsResizedCells 0 \
    finalWeightedCongestion 0.812 \
    grt_pass1_vias 1546 \
    clock_power_frac 0.393 \
    filler_cell_count 785 \
    grt_util_all_layers 0.0789 \
    synth_chip_area_sq_mm 0.00184 \
    power.share.sequential 0.555 \
    critical_path_buffer_and_inverter_count 3 \
    postCtsHoldBufs 0 \
    post_route_cells_drive_above_1_share 0.0664 \
    finalNonFillerCells 388 \
    timing_hold_violations_final 0 \
    most_common_cell_after_layout_fill_and_taps_aside "sky130_fd_sc_hd__clkdlybuf4s50_1" \
    cts.root.buffer_cell "sky130_fd_sc_hd__clkbuf_8" \
    postLayoutCoreUtil 0.347 \
    critPathMaxFanout 24 \
    synth_flop_count 24 \
    route.antenna.diode_count 0 \
    multiInputGateArea_sq_mm 0.00121 \
    pre_cts_slack_ns 0.872 \
    tool_warnings 30 \
]
## synthesized netlist by cell type, types with 3 or more instances
| master | count | share of area |
|---|---|---|
| sky130_fd_sc_hd__nand4_1 | 3 | 0.010 |
| sky130_fd_sc_hd__clkbuf_1 | 3 | 0.0061 |
| sky130_fd_sc_hd__nor3_1 | 5 | 0.014 |
| sky130_fd_sc_hd__ha_1 | 8 | 0.054 |
| sky130_fd_sc_hd__nand2_1 | 20 | 0.041 |
| sky130_fd_sc_hd__nand3_1 | 7 | 0.019 |
| sky130_fd_sc_hd__nor2_1 | 16 | 0.033 |
| sky130_fd_sc_hd__buf_4 | 3 | 0.012 |
| sky130_fd_sc_hd__and3_1 | 3 | 0.010 |
| sky130_fd_sc_hd__o21ai_0 | 8 | 0.022 |
| sky130_fd_sc_hd__xnor2_1 | 11 | 0.052 |
| sky130_fd_sc_hd__a21oi_1 | 5 | 0.014 |
| sky130_fd_sc_hd__o211ai_1 | 9 | 0.037 |
| sky130_fd_sc_hd__xor2_1 | 8 | 0.038 |
| sky130_fd_sc_hd__or3_1 | 4 | 0.014 |
| sky130_fd_sc_hd__dfxtp_1 | 24 | 0.26 |
| sky130_fd_sc_hd__buf_2 | 11 | 0.030 |
| sky130_fd_sc_hd__inv_1 | 13 | 0.027 |
| sky130_fd_sc_hd__and2_1 | 25 | 0.085 |
## registers in the layout (all words and copies together), names as in the netlist
register   cells
HorSynch       1
YTiming       11
VertSynch      1
XTiming       11
## cell type report
cell class,count,area share
multi-input combinational,172,0.457
timing repair buffer,73,0.275
sequential,24,0.181
tap,102,0.0482
clock buffer,4,0.0208
inverter,13,0.0184
## stage by stage
step / power, W / hold WS [ns]
CTS: 0.000438 / 0.512
global placement: 0.000267 / 0.482
floorplan: 0.000244 / 0.453
global route: 0.000448 / 0.574
finish: 0.000430 / 0.511
detailed placement: 0.000267 / 0.485
## worst paths after layout
path,startpoint,to,cells past startpoint
hold reg to reg,XTiming[0]$_SDFF_PP0_,XTiming[0]$_SDFF_PP0_,1
setup reg to reg,XTiming[0]$_SDFF_PP0_,YTiming[6]$_SDFFE_PP0P_,7
setup / recovery,XTiming[3]$_SDFF_PP0_,outRed[3],7
hold / removal,XTiming[0]$_SDFF_PP0_,XTiming[0]$_SDFF_PP0_,1
## metal layers
metal  vias up  share of wire
li1        905              -
met1       778           0.51
met4         0         0.0091
met2        69           0.40
met3         2          0.077
met5         -              0
## power by group through the flow
stage	Sequential (W)	Combinational [W]	Clock, W
CTS	0.000239	0.0000227	0.000177
finish	0.000239	0.0000224	0.000169
global route	0.000239	0.0000238	0.000185
## cell families (layout without fill, tap and decap cells)
logic type                 Yosys count  count (layout)  share of synthesized area
AOI/OAI and AO/OA                   44              44                      0.196
xor gates and xnor gates            19              19                     0.0905
adders and majority gates            8               8                     0.0544
buffers and inverters               31              90                     0.0810
DFF                                 24              24                      0.261
and+or+nand+nor                    101             101                      0.317
Power is estimated from default activity; no workload was simulated.
